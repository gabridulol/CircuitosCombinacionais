==> flow/design.v <==
module DE2_115(
	CLOCK_50,
	CLOCK2_50,
	CLOCK3_50,
	SMA_CLKIN,
	SMA_CLKOUT,
	LEDG,
	LEDR,
	KEY,
	EX_IO,
	SW,
	HEX0,
	LCD_BLON,
	LCD_DATA,
	LCD_EN,
	LCD_ON,
	LCD_RS,
	LCD_RW,
	UART_CTS,
	UART_RTS,
	UART_RXD,
	UART_TXD,
	PS2_CLK,
	PS2_CLK2,
	PS2_DAT,
	PS2_DAT2,
	SD_CLK,
	SD_CMD,
	SD_DAT,
	SD_WP_N,
	VGA_B,
	VGA_BLANK_N,
	VGA_CLK,
	VGA_G,
	VGA_HS,
	VGA_R,
	VGA_SYNC_N,
	VGA_VS,
	AUD_ADCDAT,
	AUD_ADCLRCK,
	AUD_BCLK,
	AUD_DACDAT,
	AUD_DACLRCK,
	AUD_XCK,
	EEP_I2C_SCLK,
	EEP_I2C_SDAT,
	I2C_SCLK,
	I2C_SDAT,
	ENET0_GTX_CLK,
	ENET0_INT_N,
	ENET0_LINK100,
	ENET0_MDC,
	ENET0_MDIO,
	ENET0_RST_N,
	ENET0_RX_CLK,
	ENET0_RX_COL,
	ENET0_RX_CRS,
	ENET0_RX_DATA,
	ENET0_RX_DV,
	ENET0_RX_ER,
	ENET0_TX_CLK,
	ENET0_TX_DATA,
	ENET0_TX_EN,
	ENET0_TX_ER,
	ENETCLK_25,
	ENET1_GTX_CLK,
	ENET1_INT_N,
	ENET1_LINK100,
	ENET1_MDC,
	ENET1_MDIO,
	ENET1_RST_N,
	ENET1_RX_CLK,
	ENET1_RX_COL,
	ENET1_RX_CRS,
	ENET1_RX_DATA,
	ENET1_RX_DV,
	ENET1_RX_ER,
	ENET1_TX_CLK,
	ENET1_TX_DATA,
	ENET1_TX_EN,
	ENET1_TX_ER,
	TD_CLK27,
	TD_DATA,
	TD_HS,
	TD_RESET_N,
	TD_VS,
	OTG_ADDR,
	OTG_CS_N,
	OTG_DACK_N,
	OTG_DATA,
	OTG_DREQ,
	OTG_FSPEED,
	OTG_INT,
	OTG_LSPEED,
	OTG_RD_N,
	OTG_RST_N,
	OTG_WE_N,
	IRDA_RXD,
	DRAM_ADDR,
	DRAM_BA,
	DRAM_CAS_N,
	DRAM_CKE,
	DRAM_CLK,
	DRAM_CS_N,
	DRAM_DQ,
	DRAM_DQM,
	DRAM_RAS_N,
	DRAM_WE_N,
	SRAM_ADDR,
	SRAM_CE_N,
	SRAM_DQ,
	SRAM_LB_N,
	SRAM_OE_N,
	SRAM_UB_N,
	SRAM_WE_N,
	FL_ADDR,
	FL_CE_N,
	FL_DQ,
	FL_OE_N,
	FL_RST_N,
	FL_RY,
	FL_WE_N,
	FL_WP_N,
	GPIO,
	HSMC_CLKIN_N1,
	HSMC_CLKIN_N2,
	HSMC_CLKIN_P1,
	HSMC_CLKIN_P2,
	HSMC_CLKIN0,
	HSMC_CLKOUT_N1,
	HSMC_CLKOUT_N2,
	HSMC_CLKOUT_P1,
	HSMC_CLKOUT_P2,
	HSMC_CLKOUT0,
	HSMC_D,
	HSMC_RX_D_N,
	HSMC_RX_D_P,
	HSMC_TX_D_N,
	HSMC_TX_D_P 
);
input 		          		CLOCK_50;
input 		          		CLOCK2_50;
input 		          		CLOCK3_50;
input 		          		SMA_CLKIN;
output		          		SMA_CLKOUT;
output		     [8:0]		LEDG;
output		    [17:0]		LEDR;
input 		     [3:0]		KEY;
inout 		     [6:0]		EX_IO;
input 		    [17:0]		SW;
output		     [6:0]		HEX0;
output		          		LCD_BLON;
inout 		     [7:0]		LCD_DATA;
output		          		LCD_EN;
output		          		LCD_ON;
output		          		LCD_RS;
output		          		LCD_RW;
output		          		UART_CTS;
input 		          		UART_RTS;
input 		          		UART_RXD;
output		          		UART_TXD;
inout 		          		PS2_CLK;
inout 		          		PS2_CLK2;
inout 		          		PS2_DAT;
inout 		          		PS2_DAT2;
output		          		SD_CLK;
inout 		          		SD_CMD;
inout 		     [3:0]		SD_DAT;
input 		          		SD_WP_N;
output		     [7:0]		VGA_B;
output		          		VGA_BLANK_N;
output		          		VGA_CLK;
output		     [7:0]		VGA_G;
output		          		VGA_HS;
output		     [7:0]		VGA_R;
output		          		VGA_SYNC_N;
output		          		VGA_VS;
input 		          		AUD_ADCDAT;
inout 		          		AUD_ADCLRCK;
inout 		          		AUD_BCLK;
output		          		AUD_DACDAT;
inout 		          		AUD_DACLRCK;
output		          		AUD_XCK;
output		          		EEP_I2C_SCLK;
inout 		          		EEP_I2C_SDAT;
output		          		I2C_SCLK;
inout 		          		I2C_SDAT;
output		          		ENET0_GTX_CLK;
input 		          		ENET0_INT_N;
input 		          		ENET0_LINK100;
output		          		ENET0_MDC;
inout 		          		ENET0_MDIO;
output		          		ENET0_RST_N;
input 		          		ENET0_RX_CLK;
input 		          		ENET0_RX_COL;
input 		          		ENET0_RX_CRS;
input 		     [3:0]		ENET0_RX_DATA;
input 		          		ENET0_RX_DV;
input 		          		ENET0_RX_ER;
input 		          		ENET0_TX_CLK;
output		     [3:0]		ENET0_TX_DATA;
output		          		ENET0_TX_EN;
output		          		ENET0_TX_ER;
input 		          		ENETCLK_25;
output		          		ENET1_GTX_CLK;
input 		          		ENET1_INT_N;
input 		          		ENET1_LINK100;
output		          		ENET1_MDC;
inout 		          		ENET1_MDIO;
output		          		ENET1_RST_N;
input 		          		ENET1_RX_CLK;
input 		          		ENET1_RX_COL;
input 		          		ENET1_RX_CRS;
input 		     [3:0]		ENET1_RX_DATA;
input 		          		ENET1_RX_DV;
input 		          		ENET1_RX_ER;
input 		          		ENET1_TX_CLK;
output		     [3:0]		ENET1_TX_DATA;
output		          		ENET1_TX_EN;
output		          		ENET1_TX_ER;
input 		          		TD_CLK27;
input 		     [7:0]		TD_DATA;
input 		          		TD_HS;
output		          		TD_RESET_N;
input 		          		TD_VS;
output		     [1:0]		OTG_ADDR;
output		          		OTG_CS_N;
output		     [1:0]		OTG_DACK_N;
inout 		    [15:0]		OTG_DATA;
input 		     [1:0]		OTG_DREQ;
inout 		          		OTG_FSPEED;
input 		     [1:0]		OTG_INT;
inout 		          		OTG_LSPEED;
output		          		OTG_RD_N;
output		          		OTG_RST_N;
output		          		OTG_WE_N;
input 		          		IRDA_RXD;
output		    [12:0]		DRAM_ADDR;
output		     [1:0]		DRAM_BA;
output		          		DRAM_CAS_N;
output		          		DRAM_CKE;
output		          		DRAM_CLK;
output		          		DRAM_CS_N;
inout 		    [31:0]		DRAM_DQ;
output		     [3:0]		DRAM_DQM;
output		          		DRAM_RAS_N;
output		          		DRAM_WE_N;
output		    [19:0]		SRAM_ADDR;
output		          		SRAM_CE_N;
inout 		    [15:0]		SRAM_DQ;
output		          		SRAM_LB_N;
output		          		SRAM_OE_N;
output		          		SRAM_UB_N;
output		          		SRAM_WE_N;
output		    [22:0]		FL_ADDR;
output		          		FL_CE_N;
inout 		     [7:0]		FL_DQ;
output		          		FL_OE_N;
output		          		FL_RST_N;
input 		          		FL_RY;
output		          		FL_WE_N;
output		          		FL_WP_N;
inout 		    [35:0]		GPIO;
input 		          		HSMC_CLKIN_N1;
input 		          		HSMC_CLKIN_N2;
input 		          		HSMC_CLKIN_P1;
input 		          		HSMC_CLKIN_P2;
input 		          		HSMC_CLKIN0;
output		          		HSMC_CLKOUT_N1;
output		          		HSMC_CLKOUT_N2;
output		          		HSMC_CLKOUT_P1;
output		          		HSMC_CLKOUT_P2;
output		          		HSMC_CLKOUT0;
inout 		     [3:0]		HSMC_D;
inout 		    [16:0]		HSMC_RX_D_N;
inout 		    [16:0]		HSMC_RX_D_P;
inout 		    [16:0]		HSMC_TX_D_N;
inout 		    [16:0]		HSMC_TX_D_P;
  Codificador Codificador (
    .Input(SW[3:0]),
    .Ready(KEY[0]),
    .Reset(KEY[1]),
    .Output(LEDR[3:0])
  );
  Display Display (
    .Output(LEDR[3:0]),
    .Display(HEX0[6:0])
  );
endmodule
module Codificador (
    input [3:0] Input,
    input Ready,
    input Reset,
    output [3:0] Output
);
assign Output[3] = (~Ready & Reset) ? (~Input[3] & ~Input[2] & ~Input[1]) | (~Input[2] & Input[0]) | (~Input[3] & Input[1] & Input[0]) | (Input[3] & Input[2] & ~Input[0]) : 1'b0;
assign Output[2] = (~Ready & Reset) ? (~Input[3] & ~Input[0]) | (~Input[3] & Input[1]) | (Input[2] & Input[1]) : 1'b0;
assign Output[1] = (~Ready & Reset) ? (~Input[3] & ~Input[2] & ~Input[1]) | (~Input[3] & ~Input[1] & ~Input[0]) | (~Input[3] & Input[2] & Input[1]) | (Input[3] & ~Input[1] & Input[0]) | (Input[3] & ~Input[2] & Input[1] & ~Input[0]) : 1'b0;
assign Output[0] = (~Ready & Reset) ? (~Input[3] & Input[1] & Input[0]) | (Input[2] & Input[0]) | (~Input[3] & Input[2] & Input[1]) | (Input[3] & ~Input[1] & Input[0]) | (Input[3] & Input[2] & ~Input[1]) : 1'b0;
endmodule
module Display (
    input [3:0] Output,
    output [6:0] Display
);
assign Display[0] = ~((~Output[2] & ~Output[0]) | (~Output[3] & Output[1]) | (~Output[3] & Output[2] & Output[0]) | (Output[2] & Output[1]) | (Output[3] & ~Output[2] & ~Output[1]) | (Output[3] & ~Output[0]));
assign Display[1] = ~((~Output[3] & ~Output[2]) | (~Output[3] & ~Output[1] & ~Output[0]) | (~Output[2] & ~Output[0]) | (~Output[3] & Output[1] & Output[0]) | (Output[3] & ~Output[1] & Output[0]));
assign Display[2] = ~((~Output[3] & ~Output[1]) | (~Output[3] & Output[0]) | (~Output[1] & Output[0]) | (~Output[3] & Output[2]) | (Output[3] & ~Output[2]));
assign Display[3] = ~((~Output[3] & ~Output[2] & ~Output[0]) | (~Output[2] & Output[1] & Output[0]) | (Output[2] & ~Output[1] & Output[0]) | (Output[2] & Output[1] & ~Output[0]) | (Output[3] & ~Output[1]));
assign Display[4] = ~((~Output[2] & ~Output[0]) | (Output[1] & ~Output[0]) | (Output[3] & Output[1]) | (Output[3] & Output[2]));
assign Display[5] = ~((~Output[1] & ~Output[0]) | (~Output[3] & Output[2] & ~Output[1]) | (Output[2] & ~Output[0]) | (Output[3] & ~Output[2]) | (Output[3] & Output[1]));
assign Display[6] = ~((~Output[2] & Output[1]) | (Output[1] & ~Output[0]) | (~Output[3] & Output[2] & ~Output[1]) | (Output[3] & ~Output[2]) | (Output[3] & Output[0]));
endmodule
==> flow/run.sh <==
#!/bin/bash
# OpenROAD 26Q1-2900-gdf79404cd8, Yosys 0.63+post, stock flow scripts
make -C /OpenROAD-flow-scripts/flow DESIGN_CONFIG=/design/flow/config.mk WORK_HOME=/design/flow/orfs finish
==> flow/config.mk <==
export PLATFORM = sky130hd
export DESIGN_NAME = DE2_115
export DESIGN_NICKNAME = DE2_115
export VERILOG_FILES = /design/flow/design.v
export SDC_FILE = /design/flow/constraint.sdc
export NUM_CORES = 4
export LEC_CHECK = 1
export CORE_AREA = 10 10 189 189
export DIE_AREA = 0 0 199 199
==> flow/constraint.sdc <==
current_design DE2_115

set clk_period 3.2
set clk_io_pct 0.2

create_clock -name clk0 -period $clk_period

set non_clock_inputs [all_inputs -no_clocks]
set_input_delay [expr $clk_period * $clk_io_pct] -clock clk0 $non_clock_inputs
set_output_delay [expr $clk_period * $clk_io_pct] -clock clk0 [all_outputs]
==> results.yml <==
# physical design summary
die:
  die_h_um: 199
  io_pins: 476
  core_area_mm2: 0.0316
  chipWidth_um: 199
  rows: 65
  die_area_mm2: 0.0396
  core_util_floorplan_pct: 5.15
worst_hold_path:
  hold_depth: 4
  whs_endpoint: "HEX0[5]"
  hold_path.class: "in2out"
  hp-start: "SW[0]"
critical_path:
  cpMostUsedCell: "clkdlybuf4s50_1"
  cp_data_required_time_ns: 2.56
  cpMaxStageDelayCell: "clkdlybuf4s50_1"
  path_max_fanout: 8
  path_delay_family: "buffers and inverters"
  critPathLaunchType: "input pin"
  crit_type: "in2out"
  cp_num_buf_inv: 2
  cp_data_arrival_time_ns: 2.44
  cpPeakStageDelay_ns: 0.54
  cp-end-kind: "primary output"
  crit_chain: "clkdlybuf4s50_1 -> nand3b_1 -> nor2_1 -> or4_1 -> clkdlybuf4s50_1"
yosys:
  postSynthSeqShare_pct: 0
  ys_area_mm2: 0.00163
  yosys_warnings: 175
  yosys.area.top_type_share_pct: 81.7
  topCellsByArea: "buf_4, a31oi_1, nand2b_1"
  avgSynthCellArea_um2: 7.17
  syn_area_mm2: 0.00163
  ys_types: 27
  top_area_cell: "buf_4"
  ys_cells: 227
  synthCells: 227
detailed_routing:
  antenna_cells: 0
  post_drt_wl_per_cell_um: 6.20
  drcViolationCount: 0
  detailroute.via_count: 912
  vias_per_cell: 1.41
  dr.first_iter.drc_count: 74
  drtPass1Iterations: 2
  detail-route-antenna-nets: 0
  routed_wl_mm: 4.02
global_route:
  grt_max_degree: 11
  gr-total-overflow: 0
  grt_first_pass_wirelength_mm: 5.22
  antenna_found_initial: 1
  track_usage_pct: 1.60
  grt_pass1_vias: 1189
pwr:
  p_leak_nw: 0.780
  irDropWorstVdd_mv: 0.0109
  power_per_cell_area_mw_per_mm2: 46.2
cells_and_area:
  drive_gt1_share_pct: 4.47
  n_clock_buffer: 0
  nFillCells: 3766
  seq_cell_count: 0
  seq_area_um2: 0
  syn_to_final_growth_pct: 3.00
run_status:
  status: "completed"
final_timing:
  fin_crit_ns: 3.08
  hold_violations: 0
  grt_setup_unrepaired: "false"
  untimed_endpoints: 213
  setup-violations-final: 0
  finalCritPeriodShare_pct: 96.4
  timing.hold.ws_ns: 2.13
  max_freq_ghz: 0.324
  drv_slew: 0
  finalSetupTns_ns: 0
job:
  openroad.warnings: 316
  maxCapViolCount: 0
place:
  post-dp-hpwl_mm: 3.81
  place_congestion: 0.629
  port_buffers: 17
clocking:
  ctsHoldBuffers: 0
-- cells in the final DEF, fill, tap and decap left out, types with 3 or more instances in the layout --
| cell | count |
|---|---|
| conb_1 | 175 |
| clkdlybuf4s50_1 | 15 |
| nand2_1 | 4 |
| or3_1 | 3 |
| a31oi_1 | 4 |
| buf_4 | 8 |
| nor2_1 | 5 |
| o21ai_0 | 3 |
| a21oi_1 | 4 |
| nand2b_1 | 4 |
-- cell type report --
type | count | area (µm²) | area share, %
Tap cell | 402 | 503 | 30.0
Multi-Input combinational cell | 219 | 930 | 55.5
Timing Repair Buffer | 25 | 235 | 14.0
Inverter | 2 | 7.51 | 0.448
-- per-stage QoR --
step           util (%)  worst slack [ns]  total power, mW  cells  cell area, µm²
2_1_floorplan         -              1.24            0.180    401            2280
3_3_place_gp       5.29            0.0664           0.0872    648            1670
3_5_place_dp       5.29            0.0612           0.0846    648            1670
4_1_cts            5.29            0.0505           0.0856    648            1670
5_1_grt            5.31           0.00255           0.0982    648            1680
6_report           5.31             0.116           0.0774    648            1680
-- logic make-up after synthesis --
kind of cell	share of synthesized area (%)
buffers and inverters	83.0
AND-OR/OR-AND	6.46
AND/OR/NAND/NOR	9.23
XOR/XNOR	1.08
other	0.231
-- what timing repair did --
action | in CTS | in global routing
buffers inserted | 0 | 0
endpoints found under the setup margin | 0 | 5
resized | 0 | 2
-- cells in the mapped netlist, drive strengths merged --
cell type / number
a21o: 1
and3: 1
nand3b: 1
nor2: 5
nand2b: 4
a21oi: 4
or3: 3
nor3b: 1
inv: 2
nor2b: 2
or4: 1
a2111oi: 1
buf: 179
clkbuf: 1
and2: 1
conb: 1
a311oi: 1
a31oi: 4
xor2: 2
nand3: 2
nor4: 1
nand2: 4
o21ai: 3
a211oi: 1
or3b: 1
-- metal layers --
layer / vias up / routed length, µm / global-route usage [%]
met5: - / 0 / 0
met3: 0 / 665 / 1.05
met4: 0 / 0 / 0
met1: 374 / 1790 / 2.02
li1: 401 / - / -
met2: 137 / 1560 / 2.38
-- power by group --
| part | switching [mW] | internal, mW |
|---|---|---|
| Sequential | 0 | 0 |
| Clock | 0 | 0 |
| Combinational | 0.0433 | 0.0341 |
-- worst max path at each step --
stage | slack (ns) | end | start | depth (start not counted)
4_1_cts | 0.05 | HEX0[5] | SW[0] | 7
5_1_grt | 0.003 | HEX0[6] | SW[2] | 5
6_report | 0.12 | HEX0[6] | SW[2] | 5
Power is estimated from default activity; no workload was simulated.
